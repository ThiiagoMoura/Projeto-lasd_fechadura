--- ./design.v ---
module divClock(input clk_in, output reg clk_out);
reg [24:0] contador;
initial begin
	contador = 0;
end
always @(posedge clk_in)begin
	if(contador == 25'd2500 )begin
		clk_out = !clk_out;
		contador = 5'b0;
	end
	else
		contador = contador + 1;
end
endmodule
--- ./run.sh ---
#!/bin/bash
# OpenROAD 26Q1-2900-gdf79404cd8, Yosys 0.63+post, stock flow scripts
make -C /OpenROAD-flow-scripts/flow DESIGN_CONFIG=/design/flow/config.mk WORK_HOME=/design/flow/orfs finish
--- ./constraint.sdc ---
current_design divClock

set clk_period 5.2
set clk_io_pct 0.2

create_clock -name clk0 -period $clk_period [get_ports {clk_in}]

set non_clock_inputs [all_inputs -no_clocks]
set_input_delay [expr $clk_period * $clk_io_pct] -clock clk0 $non_clock_inputs
set_output_delay [expr $clk_period * $clk_io_pct] -clock clk0 [all_outputs]
--- ./config.mk ---
export PLATFORM = sky130hd
export DESIGN_NAME = divClock
export DESIGN_NICKNAME = divClock
export VERILOG_FILES = /design/flow/design.v
export SDC_FILE = /design/flow/constraint.sdc
export NUM_CORES = 4
export LEC_CHECK = 1
export CORE_AREA = 10 10 95 95
export DIE_AREA = 0 0 105 105
==> run_results.csv <==
group,metric,value,unit
cts,cts_resized,0,
logic_synthesis,yosysCellCount,113,
timing,rsz0062_at_grt,"false",
logic_synthesis,ys.flops,26,
timing,fin_crit,2.11,ns
cells_and_area,mostFrequentLayoutCells,"25 x dfxtp_1, 19 x xnor2_1, 12 x nor2_1",
placed_design,placed_cell_area,1250,µm²
cts,cts_root_buffer,"clkbuf_8",
cells_and_area,fill_cells,767,
drt,wl_per_cell,8.09,µm
timing,fin_setup_tns,0,ns
global_route,gr-total-overflow,0,
cts,numCtsBuffers,3,
status,status,"completed",
floorplan,core,6910,µm²
setup_path,critPathLaunchType,"flop",
power,vdd_drop_max,0.0000876,V
drt,drc,0,
timing,setup_viol,0,
floorplan,rows,30,
logic_synthesis,simple_gate_share,30.6,%
logic_synthesis,yosys_warnings,1,
logic_synthesis,yosysUniqueCellTypes,21,
logic_synthesis,ys_sh_adder,2.24,%
cts,htreeDepth,1,
cells_and_area,final_area,1290,µm²
drt,via_count,755,
power,power_density,243,nW/µm²
floorplan,fp_util,16.2,%
timing,finalHoldViolCount,0,
cells_and_area,stdcell_count,214,
global_route,grt_pass1_vias,617,
cts,clk_path_buf_depth,2,
timing,min_period_over_period,40.6,%
drt,antenna_left,0,
placed_design,dp.cells,210,
logic_synthesis,mux_area_share,0,%
timing,drv_slew,0,
timing,maxSlewHeadroom,72.2,%
placed_design,place_hpwl,1.23,mm
drt,wl_met3,84,µm
drt,dr.pass1.iters,4,
cts,path_clk_slew,0.09,ns
cells_and_area,layout-drive-gt1-share,9.32,%
floorplan,ios,2,
cts,cts_setup_buffers,0,
logic_synthesis,synth_seq_share,47.5,%
logic_synthesis,yosys.area_share.xor_xnor,18.0,%
cts,cts_tree,"done",
global_route,antenna_found_initial,0,
logic_synthesis,synth.logic.top_family,"simple AND/OR/NAND/NOR gates",
drt,drt_iter0_markers,71,
drt,route.met2.wl,660,µm
logic_synthesis,syn_area_per_cell,9.89,µm²
cells_and_area,logic_area,568,µm²
global_route,grt_usage,3.11,%
timing,fin_skew,0.00338,ns
placed_design,buffer_ports.inserted,1,
logic_synthesis,netlist_instances,113,
floorplan,die_h,105,µm
power,p_leak,0.378,nW
floorplan,die-area,11000,µm²
worst_hold_path,hold_class,"flop to flop",
cells_and_area,mostFrequentLayoutCell,"dfxtp_1",
floorplan,die_x,105,µm
timing,fmax,473,MHz
cts,cts_hold_buf,0,
setup_path,cp_max_fo,2,
drt,antenna_cells,0,
setup_path,critPathMaxStageDelay,0.46,ns
setup_path,crit_chain,"clkdlybuf4s50_1",
setup_path,cp_slowest_cell,"clkdlybuf4s50_1",
cells_and_area,syn2layout_area_growth,15.7,%
drt,wl_met1,987,µm
setup_path,setup.worst_path.class,"flop to primary output",
global_route,grt_pass1_wl,3.02,mm
cts,cts_sinks,26,
drt,vias_per_cell,3.53,
placed_design,routabilityCongestion,0.742,
setup_path,critical_path_buf_inv_count,1,
timing,worstMarginPinSlew,0.415,ns
job,tool_warnings,26,
drt,top_layer,"met3",
global_route,grt_max_degree,15,
logic_synthesis,syn_area,1120,µm²
logic_synthesis,yosys_area,1120,µm²
setup_path,required,4.16,ns
logic_synthesis,yosys.area_share.aoi,0,%
drt,routed_wirelength,1.73,mm
cts,clock_latency,0.26,ns
cells_and_area,ff_latch_area,531,µm²
setup_path,critPathTopFamily,"buffers and inverters",
setup_path,cp.arrival,1.07,ns
job,cap_violations,0,
setup_path,crit_path_end_kind,"primary output",
## per-stage QoR
stage / hold WS, ns / utilization (%) / power [mW] / setup WS (ns)
detailed placement: 0.451 / 18.1 / 0.205 / 3.37
finish: 0.460 / 18.7 / 0.314 / 3.09
CTS: 0.467 / 18.7 / 0.319 / 3.06
global placement: 0.455 / 18.1 / 0.205 / 3.37
floorplan: 0.435 / - / 0.205 / 3.77
global route: 0.476 / 18.7 / 0.328 / 3.02
## worst register-to-register path, delay by kind of cell (launching register included)
family,cells,cell delay (ns)
fa+ha+maj,1,0.14
buf+inv,1,0.07
flops,1,0.35
simple gates,3,0.73
## cells in the mapped netlist, drive strengths merged
cell type	n	area, µm²
dfxtp	25	500
xnor2	19	166
nand3	13	75.1
nor2	13	51.3
nand4	10	62.6
inv	5	18.8
nand2	5	18.8
and3	4	25.0
nor3	4	47.5
nor4b	4	35.0
xor2	4	35.0
ha	2	25.0
nor4	2	12.5
edfxtp	1	30.0
nor2b	1	6.26
or3	1	7.51
## final timing paths
| check | slack (ns) | to | cells after the start | startpoint |
|---|---|---|---|---|
| setup / recovery | 3.09 | clk_out | 1 | clk_out |
| hold / removal | 0.46 | contador[24] | 1 | contador[24] |
| setup reg to reg | 3.58 | clk_out | 5 | contador[0] |
| hold reg to reg | 0.46 | contador[24] | 1 | contador[24] |
## sequential cells by signal, indices dropped and copies added (netlist names)
register and count:
clk_out 1, contador 25
## cells by family (layout without fill, tap and decap cells)
kind of cell,count (synthesis),after routing
simple gates,57,57
buf+inv,5,10
fa+ha+maj,2,2
xor+xnor,23,23
flops,26,26
## where the power goes
| part | total [mW] | leakage [nW] | switching [mW] | internal, mW |
|---|---|---|---|---|
| clock | 0.114 | 0.0228 | 0.0590 | 0.0547 |
| sequential | 0.200 | 0.213 | 0 | 0.200 |
| combinational | 0.000000143 | 0.143 | 0 | 0 |
| total | 0.314 | 0.378 | 0.0590 | 0.255 |
## final cells by class
cell class | count | share of cell area (%)
inverters | 5 | 1.45
clock buffers | 4 | 3.48
repair buffers | 1 | 0.774
well taps | 96 | 9.29
flip-flops and latches | 26 | 41.0
multi-input cells | 82 | 43.9
## per-layer routing
metal / global-route usage [%] / up-vias
met4: 0 / 0
li1: - / 400
met3: 1.06 / 0
met2: 3.78 / 9
met5: 0 / -
met1: 5.27 / 346
Power is estimated from default activity; no workload was simulated.
