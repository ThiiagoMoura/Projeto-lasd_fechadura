==> ./design.v <==
module ULA (scra, scrb, ula_control, ula_result, flagz);
input [7:0] scra, scrb;
input [2:0] ula_control;
output reg flagz;
output reg [7:0] ula_result;
always @(*)begin
	case(ula_control)
		3'b000: ula_result = scra & scrb;
		3'b001: ula_result = scra | scrb;  
		3'b010: ula_result = scra + scrb;  
		3'b110: ula_result = scra + (~scrb) + 1;
		3'b111: ula_result = ((scra < scrb)?1:0);
	endcase
	if(ula_result == 0)begin
		flagz = 1;
	end
	else begin
		flagz = 0;
	end
end
endmodule
==> ./run.sh <==
#!/bin/bash
# OpenROAD 26Q1-2900-gdf79404cd8, Yosys 0.63+post, stock flow scripts
make -C /OpenROAD-flow-scripts/flow DESIGN_CONFIG=/design/flow/config.mk WORK_HOME=/design/flow/orfs finish
==> ./config.mk <==
export PLATFORM = sky130hd
export DESIGN_NAME = ULA
export DESIGN_NICKNAME = ULA
export VERILOG_FILES = /design/flow/design.v
export SDC_FILE = /design/flow/constraint.sdc
export NUM_CORES = 4
export LEC_CHECK = 1
export CORE_AREA = 10 10 83 83
export DIE_AREA = 0 0 93 93
==> ./constraint.sdc <==
current_design ULA

set clk_period 6.5
set clk_io_pct 0.2

create_clock -name clk0 -period $clk_period

set non_clock_inputs [all_inputs -no_clocks]
set_input_delay [expr $clk_period * $clk_io_pct] -clock clk0 $non_clock_inputs
set_output_delay [expr $clk_period * $clk_io_pct] -clock clk0 [all_outputs]
==> out/metrics.cfg <==
[placed_design]
dpl.hpwl_mm = 2.98
gp_congestion = 0.927
port-buffer-count = 28
dp.cells = 273

[finish]
layout.cells.non_filler = 273
fin_util_pct = 33.2
drive_above_1_share_pct = 5.91
largest_reg_flops = 8
area_growth_pct = 23.8

[global_routing]
grt_overflow = 0
first_global_vias = 1237
grt_max_degree = 22
grt_use_total_pct = 7.66
antenna_found_initial = 0
grt_first_pass_wirelength_mm = 5.73

[worst_hold_path]
worstHoldPathType = in -> out

[setup_path]
path_buffers = 3
end_kind = output pin
path_common_cell = clkdlybuf4s50_1
setup.worst_path.class = in -> out
worstPathCellList = clkdlybuf4s50_1 -> inv_1 -> ha_1 -> o21ba_2 -> or4_4 -> o311ai_4 -> xnor2_1 -> a221o_1 -> o32a_1 -> nor4b_2 -> clkdlybuf4s50_1
cp_slowest_stage_delay_ps = 570
cp-start-kind = primary input
worstPathArrival_ps = 4630
path_max_fanout = 4
slowest_stage = clkdlybuf4s50_1
critPathRequiredTime_ps = 5200
critical_path.top_delay_family = buffers and inverters

[yosys]
yosysTopAreaCellShare_pct = 25.4
yosysWarningCount = 1
synthArstFlopShare_pct = 0
most_common_cell = ha_1
syn_inst = 184
syn-cell-area_um2 = 1380
edf_count = 0
ys_types = 49
synthTopCellsByCount = ha_1 (28), inv_1 (21), a21oi_1 (15), nand2_1 (13)
yosysTopAreaCell = ha_1
synthFlopType = dlxtn_1
netlist_top_cells_area = ha_1 (25%), dlxtn_1 (8.7%), inv_1 (5.7%), a21oi_1 (5.4%), o21ai_0 (3.6%)
syn_avg_cell_area_um2 = 7.50
ys_ff = 8
ys_area_um2 = 1380
ys_cells = 184

[floorplanning]
die-height_um = 93
coreArea_um2 = 5140
fp-row-count = 26
core_util_floorplan_pct = 26.9
io_pins = 28
die_x_um = 93
die_area_um2 = 8650

[timing]
rsz0062_at_grt = false
slew_headroom_pct = 68.1
finalSetupViolCount = 0
min_period_ps = 5930
fmax_ghz = 0.169
hold_viol_final = 0
worst_pin_slew_ps = 477
final_max_slew_viol_count = 0
setup_tns_ps = 0
finalClockPeriodUsage_pct = 91.3
unclocked_pins = 8
untimed_endpoints = 16

[detailed_routing]
wirelength_mm = 3.45
vias_per_cell = 4.86
via_count = 1328
first_pass_iters = 7
wire_per_inst_um = 12.6
drcViolationCount = 0
drt_iter0_drc = 108
ant_nets = 0
insertedDiodeCount = 0

[power_and_ir_drop]
leakage_nw = 0.778
pwr_density_cell_nw_per_um2 = 68.5
power_w = 0.000117
ir_drop_mv = 0.0234

[clocking]
holdBufCountCts = 0
cts_resized = 0
cts_setup_buffers = 0

[flow_run]
maxCapViolCount = 0
warning_count = 52

[status]
status = completed

[worst min-delay path, cell delays in order]
cell and delay [ps]:
clkdlybuf4s50_1 500, ha_1 210, o32a_1 170, nor4b_2 50, clkdlybuf4s50_1 400
[cell usage in the layout, fill, tap and decap left out, types with 2 or more instances in the layout]
cell and n:
nor3b_1 2, and2_1 3, nand2_1 13, nand3_1 4, a221oi_1 4, o21a_1 3, o211ai_1 3, nor2_1 10
dlxtn_1 8, o22ai_1 3, a21o_1 3, clkdlybuf4s50_1 28, nor2b_1 3, xor2_1 2, inv_1 21, o21ai_0 10
ha_1 28, nand2b_1 3, a21oi_1 15, xnor2_1 3, nor3_1 5, fa_1 2, buf_4 2, a221o_1 2
[power breakdown]
part           switching, W  internal (W)
combinational     0.0000576     0.0000526
sequential      0.000000499    0.00000622
clock                     0             0
[area by class of cell]
type | instances | area, um2
well taps | 70 | 87.6
multi-input cells | 144 | 1130
fillers | 565 | 3430
repair buffers | 30 | 295
flip-flops and latches | 8 | 120
inverters | 21 | 78.8
[stage by stage]
step	worst slack, ps	area, um2	hold WS, ps
after floorplan	1860	1380	2910
after global routing	390	1710	3990
after global placement	520	1710	3940
after CTS	530	1710	3930
final	567	1710	3920
after detailed placement	532	1710	3920
[path summary, 6_finish.rpt]
kind              depth (start not counted)  slack [ps]    start  endpoint
hold / removal                            5        3920  scrb[5]     flagz
setup / recovery                         11         570  scra[1]     flagz
[cells by family (layout without fill, tap and decap cells)]
| logic type | count (synthesis) | after routing | synth area share [%] |
|---|---|---|---|
| simple gates | 52 | 52 | 20.3 |
| buf+inv | 32 | 51 | 9.70 |
| compound gates | 55 | 55 | 28.3 |
| fa+ha+maj | 30 | 30 | 28.3 |
| xor+xnor | 5 | 5 | 3.17 |
| mux | 2 | 2 | 1.54 |
| latches | 8 | 8 | 8.70 |
[routing by layer]
metal | part of all wire (%) | track usage [%]
met4 | 0.58 | 0.514
met2 | 43 | 11.7
met3 | 7.3 | 1.29
met5 | 0 | 0
met1 | 49 | 11.5
