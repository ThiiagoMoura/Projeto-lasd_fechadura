$ cat ./config.mk
export PLATFORM = sky130hd
export DESIGN_NAME = banco_registradores
export DESIGN_NICKNAME = banco_registradores
export VERILOG_FILES = /design/flow/design.v
export SDC_FILE = /design/flow/constraint.sdc
export NUM_CORES = 4
export LEC_CHECK = 1
export CORE_UTILIZATION = 40
$ cat ./constraint.sdc
current_design banco_registradores

set clk_period 2.0
set clk_io_pct 0.2

create_clock -name clk0 -period $clk_period [get_ports {clk}]

set non_clock_inputs [all_inputs -no_clocks]
set_input_delay [expr $clk_period * $clk_io_pct] -clock clk0 $non_clock_inputs
set_output_delay [expr $clk_period * $clk_io_pct] -clock clk0 [all_outputs]
$ cat ./run.sh
#!/bin/bash
# OpenROAD 26Q1-2900-gdf79404cd8, Yosys 0.63+post, stock flow scripts
make -C /OpenROAD-flow-scripts/flow DESIGN_CONFIG=/design/flow/config.mk WORK_HOME=/design/flow/orfs finish
$ cat ./design.v
module banco_registradores(we3, clk, wa3, ra1, ra2, rd1, rd2, wd3, S0, S1, S2, S3, S4, S5, S6, S7);
input we3;
input clk;
input [2:0] wa3;
input [2:0] ra1;
input [2:0] ra2;
input [7:0] wd3;
output [7:0] rd1;
output [7:0] rd2;
output [7:0] S0, S1, S2, S3, S4, S5, S6, S7;
reg [7:0] registrador [7:0];
initial begin
	registrador[0] = 8'b0;
end
always @ (posedge clk) begin
	if((we3 == 1)&(wa3 != 0)) begin
		registrador [wa3] = wd3;
	end
end
assign rd1 = registrador[ra1];
assign rd2 = registrador[ra2];
assign S0 = registrador[0];
assign S1 = registrador[1];
assign S2 = registrador[2];
assign S3 = registrador[3];
assign S4 = registrador[4];
assign S5 = registrador[5];
assign S6 = registrador[6];
assign S7 = registrador[7];
endmodule
==> ci_impl_report.md <==
## Implementation flow summary

| Metric | Value |
|---|---|
| Commonest cells after routing, fill and taps aside | `buf_4 (114), clkdlybuf4s50_1 (78), edfxtp_1 (64), mux4_2 (32), mux2_4 (16)` |
| Final hold slack | `0.809 ns` |
| CP Max Fanout | `2` |
| Diode count | `0` |
| Fin. Hold Viols | `0` |
| RD Place Congestion | `between 0.8 and 0.9` |
| Total of max-cap violations | `0` |
| Largest net degree at the start of global routing | `10` |
| Violated checks | `setup timing` |
| # Cells Yosys | `~140` |
| Syn Area/Cell | `approximately 23 um^2` |
| Maximum vdd drop | `0.000393 V` |
| Cell variety after synth | `14` |
| Fmax | `468 MHz` |
| Non-filler instance count after layout | `475` |
| Worst Setup End Kind | `output port` |
| Met3 usage | `0.110` |
| Core area | `7330 um^2` |
| Final setup viols | `12` |
| Yosys warning tally | `1` |
| Die area | `a little over 8000 um^2` |
| Final WL | `about 9 mm` |
| Power Density | `between 500 and 600 nW/um^2` |
| Layout cells sized above 1 | `0.553` |
| WL/cell | `19.5 um` |
| Floorplan-stage core utilization | `0.420` |
| Synth Instances | `between 100 and 150` |
| Routed via count | `around 2,300` |
| Row cnt | `31` |
| Root buf cell | `clkbuf_8` |
| Vias in the first global route | `around 2,600` |
| Tcrit/Tclk final | `1.07` |
| Die height | `approximately 90 um` |
| Post-DP HPWL | `approximately 5.5 mm` |
| Final Critical Period | `~2.1 ns` |
| First-pass GRT wire length | `around 14 mm` |
| Number of H-tree levels | `3` |
| Clock sink count | `64` |
| Total CTS buffers | `9` |
| CP Launch Type | `register` |
| Crit path DRT | `~1.6 ns` |
| Critical path class | `register to output port` |
| Worst Hold Class | `input port to register` |
| CTS Buffer Depth | `2` |
| Tot Pwr | `~3.0 mW` |
| Setup ws final | `-0.135 ns` |
| Layout area overhead | `72.1%` |
| Busiest grt layer | `met2` |
| # fillers | `between 400 and 500` |
| Gr usage total | `0.260` |
| Top cells by area | `edfxtp_1 (62%), mux4_1 (25%), mux2_2 (5.9%)` |
| Die width | `89.7 um` |
| Reg clk slew, reported paths | `~0.06 ns` |
| Placed insts | `roughly 370` |
| Log Warnings | `27` |
| CTS tree | `built` |
| Routed Antenna Nets | `0` |
| Finished Cell Area | `5300 um^2` |
| Yosys top cell area share | `0.625` |
| # port buffers | `~98` |
| Grt met1 use | `0.389` |
| Register area share after synthesis | `0.625` |
| Initial antenna violation count | `0` |
| Core Util, Final | `0.722` |
| DR vias/cell | `about 4.9` |
| Ys flops | `roughly 64` |
| Final count of pins violating max slew | `0` |
| Unrepaired setup endpoints after global routing | `true` |
| Drt pass-1 iters | `4` |
| Met2 Use GR | `0.390` |
| Most common cell after layout, fill and taps aside | `buf_4` |
| Arr. time, crit path | `about 1.7 ns` |
| Post-synthesis instance area | `slightly above 3000 um^2` |
| Placed cell areas | `between 4000 and 5000 um^2` |
| Grt total ovfl | `0` |
| Post-synth top area cell | `edfxtp_1` |
| Pleak | `around 2.1 nW` |
| Status | `finished, violations left` |
| Number of DRC markers in iteration 0 | `about 90` |
| Synthesis area per yosys | `between 3000 and 4000 um^2` |
| Hold bufs inserted after CTS | `0` |
| Largest register FFs | `between 60 and 70` |
| DRC viols | `0` |
| I/O pin total | `around 100` |
where the power goes:
| part | internal [mW] | total [mW] | switching (mW) |
|---|---|---|---|
| combinational | 0.410 | 0.592 | 0.182 |
| clock | 0.436 | 0.844 | 0.408 |
| sequential | 1.53 | 1.57 | 0.0313 |
| total | 2.38 | 3.00 | 0.621 |
worst paths after layout:
path	from	endpoint	slack [ns]	cells after the start
worst max-delay path	registrador[4][1]$_DFFE_PP_	rd2[1]	-0.14	4
worst min-delay path	wd3[2]	registrador[2][2]$_DFFE_PP_	0.81	1
metal layers:
| layer | routed length [um] | share of wire | vias up |
|---|---|---|---|
| met1 | 3540 | 0.38 | 1117 |
| met4 | 243 | 0.026 | 0 |
| met3 | 971 | 0.10 | 16 |
| li1 | - | - | 1048 |
| met2 | 4490 | 0.49 | 127 |
| met5 | 0 | 0 | - |
final cells by class:
type,count,area (um^2),share of cell area
Timing Repair Buffer,229,2060,0.389
Sequential cell,64,1920,0.363
Multi-Input combinational cell,68,1040,0.197
Clock buffer,13,139,0.0262
Tap cell,99,124,0.0234
Clock inverter,2,7.51,0.00142
repair_timing:
item | in CTS | in global routing
gates cloned | 4 | 0
setup endpoints to repair | 16 | 16
endpoints found under the hold margin | 0 | 0
gates resized | 119 | 8
buffers inserted | 77 | 7
worst max-delay path, cell delays in order (launching register included):
cell and delay [ns]:
edfxtp_1 0.43, buf_4 0.16, mux4_2 0.44, mux2_4 0.27
buf_2 0.11
synth_stat cells:
library cell	n
nor3_1	1
mux4_2	3
nand2b_1	3
mux2_2	16
nand2_1	2
mux4_1	29
nor2_1	6
edfxtp_1	64
buf_2	2
clkbuf_1	2
buf_6	2
buf_1	2
conb_1	1
buf_12	2
cell families after synthesis:
group	Yosys count	synth area share
flops	64	0.625
other cells	1	0.00122
buf+inv	10	0.0285
simple gates	12	0.0175
mux	48	0.328
metrics by stage:
stage	setup slack, ns	setup TNS (ns)
after global routing	-0.193	-2.18
after detailed placement	-0.799	-12.06
after floorplan	0.188	0
after global placement	-0.791	-11.97
after CTS	-0.140	-1.15
final	-0.135	-1.29
No activity file was given, so power comes from the tool's default toggle rates.
